===== /design/flow/design.v =====
`timescale 1ns / 1ps
module sender_uart (
	input wire clk,
	input wire rst,
	input wire [7:0] tx_data,
	input wire ready,
	output reg tx_out
);
  reg [7:0] data_reg;
  reg [3:0] bit_count = 0;
always @(posedge clk or posedge rst)
	if (!rst) begin
		if (ready) begin
			if (bit_count == 0) begin
				data_reg <= tx_data;
				tx_out <= 1'b0;
				bit_count <= bit_count + 1;
			end else if (bit_count < 9) begin
				tx_out <= data_reg[bit_count - 1];
				bit_count <= bit_count + 1;
			end else if (bit_count == 9) begin
				tx_out <= 1'b1;
				bit_count <= 0;
			end else if (bit_count == 10) begin
				tx_out <= 1'bX; 
				bit_count <= 0;
			end
		end
	end
endmodule

===== /design/flow/constraint.sdc =====
current_design sender_uart

set clk_period 3.8
set clk_io_pct 0.2

create_clock -name clk0 -period $clk_period [get_ports {clk}]

set non_clock_inputs [all_inputs -no_clocks]
set_input_delay [expr $clk_period * $clk_io_pct] -clock clk0 $non_clock_inputs
set_output_delay [expr $clk_period * $clk_io_pct] -clock clk0 [all_outputs]

===== /design/flow/run.sh =====
#!/bin/bash
# OpenROAD 26Q1-2900-gdf79404cd8, Yosys 0.63+post, stock flow scripts
make -C /OpenROAD-flow-scripts/flow DESIGN_CONFIG=/design/flow/config.mk WORK_HOME=/design/flow/orfs finish

===== /design/flow/config.mk =====
export PLATFORM = sky130hd
export DESIGN_NAME = sender_uart
export DESIGN_NICKNAME = sender_uart
export VERILOG_FILES = /design/flow/design.v
export SDC_FILE = /design/flow/constraint.sdc
export NUM_CORES = 4
export LEC_CHECK = 1
export CORE_AREA = 10 10 83 83
export DIE_AREA = 0 0 93 93

==> run_results.csv <==
group,metric,value,unit
outcome,status,"completed",
logic_synthesis,numSynthFlops,13,
cts,post_cts.repair.setup_buffers,0,
logic_synthesis,yosys_area,689,um2
floorplan,rows,26,
logic_synthesis,ys_types,23,
cts,cts_tree,"built",
sta,final_max_slew_viol_count,0,
detailed_routing,routed_wl,1.27,mm
final_layout,largest_reg_flops,8,
final_layout,regArea,390,um2
logic_synthesis,yosys_cells,53,
global_route,antenna_found_initial,0,
cts,cts_resized,0,
setup_path,cp_max_fo,12,
logic_synthesis,yosysTopAreaCell,"edfxtp_1",
cts,clkSlewWorstSetupHoldPaths,0.06,ns
cts,cts.sinks,13,
cts,clk_latency,0.25,ns
final_layout,final-comb-area,273,um2
sta,setup-violations-final,0,
setup_path,crit_path_end_kind,"flip-flop",
setup_path,path_class,"flip-flop to flip-flop",
detailed_routing,antennaDiodeCount,0,
detailed_routing,vias,471,
power,p_leak,0.308,nW
sta,postLayoutSetupSlackWorst,1.61,ns
sta,hold_violations,0,
sta,worstMarginPinSlew,0.363,ns
logic_synthesis,synth_seq_share,56.6,%
place,pre_cts_ws,1.62,ns
global_route,grt_max_degree,13,
detailed_routing,drtIter0Drc,37,
final_layout,drive_above_1_share,8.96,%
detailed_routing,drc,0,
floorplan,core,5140,um2
power,power_density,340,nW/um2
cts,cts_hold_buf,0,
run,openroad.warnings,29,
floorplan,die_x,93,um
detailed_routing,first_pass_iters,4,
detailed_routing,vias_per_cell,3.44,
setup_path,critPathArrivalTime,2.19,ns
logic_synthesis,avgSynthCellArea,13.0,um2
setup_path,startpoint_type,"flip-flop",
detailed_routing,antenna_left,0,
global_route,grt_pass1_vias,457,
sta,max_clock_freq,456,MHz
cts,cts-buffers-inserted,3,
sta,period_needed,2.19,ns
global_route,grt.total_usage,2.94,%
hold_path,min-delay-path-class,"flip-flop to flip-flop",
logic_synthesis,yosys_warnings,1,
global_route,grt_first_pass_wirelength,2.13,mm
run,drv_cap,0,
logic_synthesis,syn_inst,53,
floorplan,chipArea,8650,um2
cts,root_buffer,"clkbuf_8",
logic_synthesis,synthTopCellsByArea,"edfxtp_1 (57%), ha_1 (9.1%), nand2b_1 (4.5%), mux4_2 (3.3%), nor4b_1 (2.5%)",
logic_synthesis,synth_top_area_share,56.6,%
floorplan,io_pins,12,
sta,skew,0.00565,ns
power,peakVddDrop,0.260,mV
sta,rsz0062_at_grt,"false",
logic_synthesis,syn_area,689,um2
place,io_buffers,11,
floorplan,fp_util,13.4,%
final_layout,most-common-layout-cells,"edfxtp_1 (13), clkdlybuf4s50_1 (11), nand2b_1 (5), ha_1 (5)",
final_layout,final_common_cell,"edfxtp_1",
global_route,grt-ovfl-total,0,
place,gp_congestion,0.868,
place,dp_hpwl,941,um
final_layout,fillCellCount,587,
detailed_routing,avgRoutedWirePerCell,9.30,um
sta,fin_tns_setup,0,ns
cts,htree_levels,1,
sta,max_slew_margin,75.8,%
floorplan,dieHeight,93,um
final_layout,areaGrowthSynthToFinish,34.3,%
sta,finalCritPeriodShare,57.7,%
cts,clk_path_buf_depth,2,
setup_path,worstPathRequired,3.80,ns
-- through the flow --
| step | utilization, % | std cells | hold slack [ns] | total power [mW] | cell area [um2] |
|---|---|---|---|---|---|
| after floorplan | - | 53 | 0.652 | 0.180 | 689 |
| after global placement | 17.1 | 133 | 0.727 | 0.193 | 880 |
| after detailed placement | 17.1 | 133 | 0.707 | 0.194 | 880 |
| after CTS | 18.0 | 137 | 0.724 | 0.316 | 926 |
| after global routing | 18.0 | 137 | 0.777 | 0.330 | 926 |
| final | 18.0 | 137 | 0.729 | 0.314 | 926 |
-- worst max-delay path, cell delays in order (launching register included) --
cell,delay [ns]
edfxtp_1,0.56
inv_1,0.16
ha_1,0.40
mux4_2,0.32
o31a_1,0.25
a31oi_1,0.17
o21ai_1,0.09
-- cells in the mapped netlist, drive strengths merged --
library cell / instances
clkbuf: 1
edfxtp: 13
o21ai: 2
and3b: 1
nand3b: 2
a21boi: 2
mux2i: 1
mux4: 1
a21oi: 2
nor4b: 2
nand2: 3
buf: 1
nand3: 2
ha: 5
o31a: 1
o22ai: 1
o32ai: 1
a221oi: 1
a31oi: 1
nor3: 2
nand2b: 5
inv: 3
-- metal layers --
layer	routed length (um)	global-route usage, %
met5	0	0
met3	111	1.70
met2	512	4.09
met1	645	4.04
met4	4	0.257
-- logic make-up after synthesis --
family,synth area share (%)
AND-OR/OR-AND,10.7
adder cells (fa/ha/maj),9.07
buffers and inverters,3.81
flip-flops,56.6
multiplexers,4.72
AND/OR/NAND/NOR,15.1
-- worst paths after layout --
path	start	end	slack, ns	cells past startpoint
max	bit_count[0]$_DFFE_PP_	tx_out$_SDFFCE_PN0P_	1.61	6
min reg2reg	bit_count[2]$_DFFE_PP_	bit_count[3]$_DFFE_PP_	0.73	1
max reg2reg	bit_count[0]$_DFFE_PP_	tx_out$_SDFFCE_PN0P_	1.61	6
min	bit_count[2]$_DFFE_PP_	bit_count[3]$_DFFE_PP_	0.73	1
-- power breakdown --
part | switching, mW | internal (mW)
clock | 0.0510 | 0.0724
sequential | 0.00327 | 0.161
combinational | 0.00978 | 0.0170
-- cell type report --
class / count / area share [%]
timing repair buffer: 12 / 12.7
clock inverter: 1 / 0.541
tap: 70 / 9.46
sequential: 13 / 42.2
clock buffer: 3 / 4.46
multi-input combinational: 35 / 29.5
inverter: 3 / 1.22
Power figures rest on the tool's default switching activity, not on a simulated workload.
