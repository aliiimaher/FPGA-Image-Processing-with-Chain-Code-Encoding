### design/flow/run.sh
#!/bin/bash
# OpenROAD 26Q1-2900-gdf79404cd8, Yosys 0.63+post, stock flow scripts
make -C /OpenROAD-flow-scripts/flow DESIGN_CONFIG=/design/flow/config.mk WORK_HOME=/design/flow/orfs finish
### design/flow/config.mk
export PLATFORM = sky130hd
export DESIGN_NAME = receiver_uart
export DESIGN_NICKNAME = receiver_uart
export VERILOG_FILES = /design/flow/design.v
export SDC_FILE = /design/flow/constraint.sdc
export NUM_CORES = 4
export LEC_CHECK = 1
export CORE_AREA = 10 10 92 92
export DIE_AREA = 0 0 102 102
### design/flow/constraint.sdc
current_design receiver_uart

set clk_period 2.9
set clk_io_pct 0.2

create_clock -name clk0 -period $clk_period [get_ports {clk}]

set non_clock_inputs [all_inputs -no_clocks]
set_input_delay [expr $clk_period * $clk_io_pct] -clock clk0 $non_clock_inputs
set_output_delay [expr $clk_period * $clk_io_pct] -clock clk0 [all_outputs]
### design/flow/design.v
`timescale 1ns / 1ps
module receiver_uart (
	input wire clk,
	input wire rst,
	input wire rx_in,
	output reg [7:0] rx_data,
	output reg ready
);
	reg [3:0] bit_count = 0; 
	always @(posedge clk or posedge rst)
		if (!rst) begin   
			if (bit_count == 0) begin
				rx_data <= 8'bX;
				if (rx_in == 1'b0) begin
					bit_count <= 1;
					ready <= 0;
				end
			end else if (bit_count < 9 && bit_count > 0) begin
				rx_data[bit_count - 1] <= rx_in;
				bit_count <= bit_count + 1;
			end else if (rx_in == 1'b1 && bit_count == 9) begin
				ready <= 1;
				bit_count <= 4'b0;
			end               
		end
endmodule
==> flow_summary.yaml <==
# flow metrics
outcome:
  status: "finished, final reports clean"
finish:
  area_delta_synth_final_pct: 50.00
  layout-drive-gt1-share_pct: 41.98
  fillers: 665
  final_core_util_pct: 24.82
setup_path:
  crit_chain: "inv_2, ha_2, a21boi_4, xor2_4, nor2_4, nand3_2, ha_4, and4bb_1, nand4_1, buf_6, nor2_4, nand4_1, mux2_4"
  cpPeakStageDelay_ns: 0.40
  critPathMaxFanout: 6
  cp-end-kind: "flop"
  cp-start-kind: "flop"
  crit_required_ns: 2.89
  cp_slowest_cell: "edfxtp_1"
  crit_type: "flop to flop"
  reg2reg_depth: 13
  r2r_start: "bit_count[2]"
  r2r-end: "rx_data[1]"
  arrival_ns: 2.86
  rrSetupSlack_ns: 0.03
clock_tree:
  clock-sinks: 13
  insertion_delay_ns: 0.24
  cts_tree: "built"
  cts_root_buffer: "clkbuf_8"
  ctsHoldBuffers: 0
  path_clk_slew_ns: 0.06
  cts-buffers-inserted: 3
  cts_max_level: 1
  clock_path_buffers: 2
place:
  dp.final_hpwl_mm: 1.678
  pre_cts_ws_ns: -0.05019
  port-buffer-count: 11
  place_congestion: 0.8680
floorplan:
  rows: 29
  initial_core_util_pct: 16.54
  die_w_microns: 102
  io_pins: 12
  core-area_sq_um: 6459
  die_area_sq_um: 10400
  die_h_microns: 102
yosys:
  synth-main-ff-cell: "edfxtp_1"
  top_area_share_pct: 36.53
  yosys.stat.seqShare_pct: 36.53
  top_cells_by_area: "edfxtp_1 37%, ha_1 15%, mux2_1 7.4%, nand3_1 4.2%, nor2_1 3.5%"
  ys.flops: 13
  ys_warn_count: 1
  ys_cells: 102
  ys_area_sq_um: 1069
  synth-edff-count: 13
  async_flop_share_pct: 0
  common_cells: "13 x edfxtp_1, 13 x ha_1, 10 x nor2_1, 9 x nand3_1, 8 x nand2_1"
  synth_area_sq_um: 1069
  synth.avg_cell_area_sq_um: 10.48
  synthDistinctLibCells: 31
  synth_area_leader_cell: "edfxtp_1"
  syn_inst: 102
routing:
  antennaDiodeCount: 0
  drc_errors: 0
  postRouteAntennaNets: 0
  dr.pass1.iters: 4
  dr_total_vias: 866
  avgViaCountPerCell: 4.163
  drtIter0Drc: 98
  wl_mm: 2.396
  wl_per_cell_microns: 11.52
grt:
  grt_pass1_wl_mm: 4.153
  first_global_vias: 876
  grt_use_total_pct: 4.748
  grt_max_degree: 13
  grt_remaining_overflow: 0
  antenna_found_initial: 0
pwr:
  powerDensity_nw_per_um2: 479.9
  ir_drop_mv: 0.1455
  p_leak_nw: 0.5892
  total_power_w: 0.0007691
hold_path:
  min_from: "rx_data[5]"
  min_delay_path_depth: 1
  min_path_type: "flop to flop"
  holdPathEnd: "rx_data[5]"
final_timing:
  hold_violations: 0
  maxSlewViolCount: 0
  fmax_mhz: 349.0
  worst_pin_slew_ns: 0.4044
  period_minus_slack_ns: 2.866
  setup_viol: 0
  relSlewSlack_pct: 72.96
  skew_ns: 0.006294
  fin_ws_ns: 0.03435
  rsz0062_at_grt: "true"
  timing.final.crit_share_pct: 98.82
  fin_tns_setup_ns: 0
job:
  drv_cap: 0
  warnings: 31
## worst max path at each step
| stage | startpoint | slack (ns) | end |
|---|---|---|---|
| finish | bit_count[2] | 0.03 | rx_data[1] |
| global route | bit_count[1] | -0.08 | rx_data[7] |
| CTS | bit_count[1] | 0.009 | rx_data[1] |
## power breakdown
part / internal, W / switching (W)
Sequential: 0.000231 / 0.0000105
Clock: 0.0000971 / 0.0000666
Combinational: 0.000182 / 0.000181
Total: 0.000511 / 0.000258
## flip-flops by register name, indices dropped and copies added, names as in the netlist
register	flops
rx_data	8
bit_count	4
ready	1
## cells by family after synthesis
| group | share of synthesized area (%) |
|---|---|
| buffers and inverters | 3.278 |
| AND-OR/OR-AND | 7.494 |
| AND/OR/NAND/NOR | 22.83 |
| multiplexers | 9.719 |
| XOR/XNOR | 4.919 |
| flip-flops | 36.53 |
| adder cells (fa/ha/maj) | 15.22 |
## metal layers
layer	wire length, microns	GRT usage, %
met4	18	0.6508
met1	1132	6.118
met3	139	1.636
met2	1105	7.753
met5	0	0
## critical path: cells and delay by family, from the launching register on
| family | cells | cell delay (ns) |
|---|---|---|
| AOI/OAI and AO/OA | 1 | 0.07 |
| xor gates and xnor gates | 1 | 0.16 |
| adders and majority gates | 2 | 0.43 |
| buffers and inverters | 2 | 0.27 |
| DFF | 1 | 0.40 |
| muxes | 1 | 0.32 |
| and+or+nand+nor | 6 | 0.95 |
## layout make-up
cell class / instances / area [sq um] / share of cell area [%]
Tap cell: 77 / 96.34 / 6.011
Timing Repair Buffer: 29 / 249.0 / 15.53
Clock buffer: 4 / 45.04 / 2.810
Sequential cell: 13 / 390.4 / 24.36
Inverter: 5 / 18.77 / 1.171
Multi-Input combinational cell: 80 / 803.3 / 50.12
## what timing repair did
item                       CTS  global route
setup buffers                0             5
gates cloned                 0             0
gates resized                2            27
pin swaps                    2             3
setup endpoints to repair    6             8
## layout by cell type, fill, tap and decap left out, drive strengths merged, types with 3 or more instances in the layout
master         instances
buf                   18
edfxtp                13
ha                    13
clkdlybuf4s50         11
nor2                  10
nand3                  9
nand2                  8
mux2                   8
inv                    5
nand4                  4
clkbuf                 4
a21oi                  3
## metrics by stage
step                      cell area [sq um]  hold WS (ns)  instances
after global placement                 1371        0.5498        199
after detailed placement               1371        0.5580        199
after global routing                   1603        0.5912        208
after CTS                              1429        0.5710        203
after floorplan                        1094        0.5083        102
final                                  1603        0.5607        208
Power figures rest on the tool's default switching activity, not on a simulated workload.
